==> flow/design.v <==
module clock_divider (
    input wire clk,
    input wire rst,
    output wire game_tick,   
    output wire vga_clk      
);
    reg [20:0] game_tick_counter;
    reg game_clk_in;
    reg vga_clk_in;
    reg vga_counter;             
    always @(posedge clk) 
    begin
        if (rst) 
        begin
            vga_counter <= 1'b0;
            vga_clk_in <= 1'b0;
        end 
        else 
        begin
            if (vga_counter == 1) 
            begin
                vga_counter <= 1'b0;
                vga_clk_in <= ~vga_clk_in;
            end 
            else 
            begin
                vga_counter <= vga_counter + 1'b1;
            end
        end
    end
    always @(posedge clk) 
    begin
        if (rst) 
        begin
            game_tick_counter <= 21'b0;
            game_clk_in <= 1'b0;
        end 
        else 
        begin
            if (game_tick_counter == 833_332) 
            begin
                game_tick_counter <= 21'b0;
                game_clk_in <= ~game_clk_in;
            end 
            else 
            begin
                game_tick_counter <= game_tick_counter + 21'b1;
            end
        end
    end
    assign game_tick = game_clk_in;
    assign vga_clk = vga_clk_in;
endmodule
module collision_detector (
    input wire [9:0] dino_y,
    input wire [9:0] obstacle_x1,
    input wire [9:0] obstacle_x2,
    output reg collision
);
    localparam OBSTACLE_HEIGHT = 150;
    localparam OBSTACLE_WIDTH  = 50;
    localparam DINO_HEIGHT     = 100;
    localparam DINO_WIDTH      = 50;
    localparam DINO_X          = 50;
    always@(*)
    begin
        if (dino_y + DINO_HEIGHT < 490) 
        begin
            collision = 1'b0;
        end
        else if ((DINO_X < obstacle_x1 + OBSTACLE_WIDTH &&
                  DINO_X + DINO_WIDTH > obstacle_x1) ||
                 (DINO_X < obstacle_x2 + OBSTACLE_WIDTH &&
                  DINO_X + DINO_WIDTH > obstacle_x2)) begin
            collision = 1'b1;
        end
        else begin
            collision = 1'b0;
        end
    end   
endmodule
module game_fsm (
    input wire clk,
    input wire rst,
    input wire game_tick,
    input wire jump_pressed,
    input wire collision,
    output reg [9:0] dino_y,
    output reg game_over
);
    localparam IDLE      = 2'b00;
    localparam JUMPING   = 2'b01;
    localparam FALLING   = 2'b10;
    localparam GAME_OVER = 2'b11;
    reg [1:0] state, state_next;
    reg [1:0] velocity;
    reg [9:0] dino_y_next;
    localparam JUMP_STRENGTH = 40;
    localparam GRAVITY = 2;
    always @(posedge clk) 
    begin
        if (rst) 
        begin
            state <= IDLE;
            dino_y <= 0;
            velocity <= 0;
            game_over <= 0;
        end 
        else if (game_tick) 
        begin
            state <= state_next;
            dino_y <= dino_y_next;
            game_over <= (state_next == GAME_OVER);
        end
    end
    always @(*) 
    begin
        state_next = state;
        dino_y_next = dino_y;
        case (state)
            IDLE: 
            begin
                if (collision)
                begin
                    state_next = GAME_OVER;
                end
                else if (jump_pressed) 
                begin
                    state_next = JUMPING;
                    velocity = JUMP_STRENGTH;
                end
            end
            JUMPING: 
            begin
                velocity = velocity - GRAVITY;
                dino_y_next = dino_y + velocity;
                if (velocity <= 0)
                begin
                    state_next = FALLING;
                end
                if (collision)
                begin
                    state_next = GAME_OVER;
                end
            end
            FALLING: 
            begin
                velocity = velocity - GRAVITY;
                dino_y_next = (dino_y > velocity) ? dino_y - velocity : 0;
                if (dino_y_next == 0)
                begin
                    state_next = IDLE;
                end
                if (collision)
                begin
                    state_next = GAME_OVER;
                end
            end
            default: 
            begin
                state_next = GAME_OVER;
            end
        endcase
    end
endmodule
module graphics_engine (
    input wire vga_clk,             
    input wire [9:0] pixel_x,       
    input wire [9:0] pixel_y,       
    input wire display_area,        
    input wire [9:0] dino_y,        
    input wire [9:0] obstacle_x1,   
    input wire [9:0] obstacle_x2,   
    input wire game_over,           
    output reg [3:0] red,           
    output reg [3:0] green,         
    output reg [3:0] blue          
);
    localparam OBSTACLE_WIDTH  = 50;
    localparam OBSTACLE_HEIGHT = 150;
    localparam DINO_X          = 50;
    localparam DINO_WIDTH      = 50;
    localparam DINO_HEIGHT     = 100;
    wire pixel_in_obstacle1; 
    wire pixel_in_obstacle2;
    wire in_body; 
    wire in_head; 
    wire in_legs; 
    wire in_tail;
    wire in_eye;
    wire pixel_in_dino;
    assign pixel_in_obstacle1 = (pixel_x >= obstacle_x1) &&
                                (pixel_x <  obstacle_x1 + OBSTACLE_WIDTH) &&
                                (pixel_y >= 480 - OBSTACLE_HEIGHT) &&
                                (pixel_y <  480);
    assign pixel_in_obstacle2 = (pixel_x >= obstacle_x2) &&
                                (pixel_x <  obstacle_x2 + OBSTACLE_WIDTH) &&
                                (pixel_y >= 480 - OBSTACLE_HEIGHT) &&
                                (pixel_y <  480);
    assign in_body = (pixel_x >= DINO_X + 10) &&
                     (pixel_x <  DINO_X + 40) &&
                     (pixel_y >= 480 - dino_y - 60) &&
                     (pixel_y <  480 - dino_y);
    assign in_head = (pixel_x >= DINO_X + 35) &&
                     (pixel_x <  DINO_X + 48) &&
                     (pixel_y >= 480 - dino_y - 80) &&
                     (pixel_y <  480 - dino_y - 60);
    assign in_legs = ((pixel_x >= DINO_X + 12 && pixel_x < DINO_X + 18) || 
                      (pixel_x >= DINO_X + 32 && pixel_x < DINO_X + 38)) &&
                     (pixel_y >= 480 - dino_y && pixel_y < 480 - dino_y + 10);
    assign in_tail = (pixel_x >= DINO_X) &&
                     (pixel_x <  DINO_X + 10) &&
                     (pixel_y >= 480 - dino_y - 30) &&
                     (pixel_y <  480 - dino_y + 10);
    assign in_eye  = (pixel_x == DINO_X + 45) &&
                     (pixel_y == 480 - dino_y - 75);
    assign pixel_in_dino = in_body || in_head || in_legs || in_tail || in_eye;
    always @(posedge vga_clk) 
    begin
        if (display_area) 
        begin
            if (pixel_in_obstacle1 || pixel_in_obstacle2 || pixel_in_dino) 
            begin
                red   <= 4'd8;
                green <= 4'd8;
                blue  <= 4'd8;
            end 
            else 
            begin
                red   <= 4'd15;
                green <= 4'd15;
                blue  <= 4'd15;
            end
        end 
        else 
        begin
            red   <= 4'd0;
            green <= 4'd0;
            blue  <= 4'd0;
        end
    end
endmodule
module input_handler (
    input wire clk,
    input wire rst,
    input wire btn_jump,
    output reg jump_pressed
);
    reg [7:0] counter;
    always @ (posedge clk)
    begin
        if (rst)
        begin
            counter <= 8'b0;
        end
        else
        begin
            if (btn_jump)
            begin
                counter <= {counter[7:1], 1'b1};
            end
            else
            begin
                counter <= {counter[7:1], 1'b0};
            end
        end
    end
    always @ (*)
    begin
        if (counter == 8'b11111111)
        begin
            jump_pressed = 1;
        end
        else if (counter == 8'b00000000)
        begin
            jump_pressed = 0;
        end
    end
endmodule
module obstacle_generator (
    input wire clk,
    input wire rst,
    input wire game_tick,
    output wire [9:0] obstacle_x1,
    output wire [9:0] obstacle_x2
);
    localparam X1_RESET_POSITION     = 540;
    localparam X2_RESET_POSITION     = 750;
    localparam STAGGER_OFFSET        = 120;  
    localparam VELOCITY               = 10;
    reg [9:0] x1_reg;
    reg [9:0] x2_reg;
    always @(posedge clk) begin
        if (rst) 
        begin
            x1_reg <= X1_RESET_POSITION;
            x2_reg <= X2_RESET_POSITION;
        end 
        else if (game_tick) 
        begin
            if (x1_reg <= VELOCITY)
            begin
                x1_reg <= X1_RESET_POSITION;
            end
            else
            begin
                x1_reg <= x1_reg - VELOCITY;
            end
            if (x2_reg <= VELOCITY) 
            begin
                if (x1_reg > X1_RESET_POSITION - STAGGER_OFFSET)
                begin
                    x2_reg <= X1_RESET_POSITION + STAGGER_OFFSET;
                end
                else
                begin
                    x2_reg <= X2_RESET_POSITION;
                end
            end 
            else 
            begin
                x2_reg <= x2_reg - VELOCITY;
            end
        end
    end
    assign obstacle_x1 = x1_reg;
    assign obstacle_x2 = x2_reg;
endmodule
module top (
    input  wire        clk,        
    input  wire        rst,        
    input  wire        btn_jump,   
    output wire        hsync,      
    output wire        vsync,      
    output wire [3:0]  red,        
    output wire [3:0]  green,     
    output wire [3:0]  blue        
);
    wire        game_tick;
    wire        vga_clk;
    wire        jump_pressed;
    wire [9:0]  dino_y;
    wire        game_over;
    wire [9:0]  obstacle_x1;
    wire [9:0]  obstacle_x2;
    wire        collision;
    wire [9:0]  pixel_x;
    wire [9:0]  pixel_y;
    wire        display_area;
    clock_divider u_clk_div (
        .clk      (clk),
        .rst      (rst),
        .game_tick(game_tick),
        .vga_clk  (vga_clk)
    );
    obstacle_generator u_obstacles (
        .clk        (clk),
        .rst        (rst),
        .game_tick  (game_tick),
        .obstacle_x1(obstacle_x1),
        .obstacle_x2(obstacle_x2)
    );
    input_handler u_input (
        .clk         (clk),
        .rst         (rst),
        .btn_jump    (btn_jump),
        .jump_pressed(jump_pressed)
    );
    game_fsm u_fsm (
        .clk         (clk),
        .rst         (rst),
        .game_tick   (game_tick),
        .jump_pressed(jump_pressed),
        .collision   (collision),
        .dino_y      (dino_y),
        .game_over   (game_over)
    );
    collision_detector u_collision (
        .dino_y     (dino_y),
        .obstacle_x1(obstacle_x1),
        .obstacle_x2(obstacle_x2),
        .collision  (collision)
    );
    vga_controller u_vga (
        .vga_clk     (vga_clk),
        .rst         (rst),
        .pixel_x     (pixel_x),
        .pixel_y     (pixel_y),
        .hsync       (hsync),
        .vsync       (vsync),
        .display_area(display_area)
    );
    graphics_engine u_gfx (
        .vga_clk     (vga_clk),
        .pixel_x     (pixel_x),
        .pixel_y     (pixel_y),
        .display_area(display_area),
        .dino_y      (dino_y),
        .obstacle_x1 (obstacle_x1),
        .obstacle_x2 (obstacle_x2),
        .game_over   (game_over),
        .red         (red),
        .green       (green),
        .blue        (blue)
    );
endmodule
module vga_controller (
    input wire vga_clk,             
    input wire rst,                 
    output reg [9:0] pixel_x,       
    output reg [9:0] pixel_y,       
    output reg hsync,               
    output reg vsync,               
    output wire display_area        
);
    localparam H_VISIBLE = 640;
    localparam H_FRONT   = 16;
    localparam H_SYNC    = 96;
    localparam H_BACK    = 48;
    localparam H_TOTAL   = 800;
    localparam V_VISIBLE = 480;
    localparam V_FRONT   = 10;
    localparam V_SYNC    = 2;
    localparam V_BACK    = 33;
    localparam V_TOTAL   = 525;
    localparam SCREEN_WIDTH  = H_TOTAL - 1;
    localparam SCREEN_HEIGHT = V_TOTAL - 1;
    reg [9:0] h_counter;
    reg [9:0] v_counter;
    always@(posedge vga_clk)
    begin
        if (rst)
        begin
            h_counter <= 10'b0;
            v_counter <= 10'b0;
        end
        else
        begin
            if (h_counter < SCREEN_WIDTH)
            begin
                h_counter <= h_counter + 1'b1;
            end
            else
            begin
                h_counter <= 10'b0;
                if (v_counter < SCREEN_HEIGHT)
                begin
                    v_counter <= v_counter + 1'b1;
                end
                else
                begin
                    v_counter <= 10'b0;
                end
            end
        end
    end
    always @(*) begin
        hsync = ~((h_counter >= H_VISIBLE + H_FRONT) && (h_counter < H_VISIBLE + H_FRONT + H_SYNC));
        vsync = ~((v_counter >= V_VISIBLE + V_FRONT) && (v_counter < V_VISIBLE + V_FRONT + V_SYNC));
    end
    always @(*) begin
        pixel_x = h_counter;
        pixel_y = v_counter;
    end
    assign display_area = (h_counter < H_VISIBLE) && (v_counter < V_VISIBLE);
endmodule
==> flow/run.sh <==
#!/bin/bash
# OpenROAD 26Q1-2900-gdf79404cd8, Yosys 0.63+post, stock flow scripts
make -C /OpenROAD-flow-scripts/flow DESIGN_CONFIG=/design/flow/config.mk WORK_HOME=/design/flow/orfs finish
==> flow/config.mk <==
export PLATFORM = sky130hd
export DESIGN_NAME = top
export DESIGN_NICKNAME = top
export VERILOG_FILES = /design/flow/design.v
export SDC_FILE = /design/flow/constraint.sdc
export NUM_CORES = 4
export LEC_CHECK = 1
export CORE_UTILIZATION = 30
==> flow/constraint.sdc <==
current_design top

set clk_period 3.5
set clk_io_pct 0.2

create_clock -name clk0 -period $clk_period [get_ports {clk}]

set non_clock_inputs [all_inputs -no_clocks]
set_input_delay [expr $clk_period * $clk_io_pct] -clock clk0 $non_clock_inputs
set_output_delay [expr $clk_period * $clk_io_pct] -clock clk0 [all_outputs]
==> results.ini <==
[logic_synthesis]
ys_cells=1031
ys_warn_count=15
ys_types=81
area_leaders=ha_1, dfxtp_1, xnor2_1
synthTopCellsByCount=ha_1, nor2_1, nand2_1, dfxtp_1, a21oi_1
synth_flops=76
syn_area_mm2=0.008009
ys_async_sr_fraction_pct=0
synth-edff-count=0
syn_area_per_cell_um2=7.768
top_area_share_pct=20.62
synth_top_flop_cell=dfxtp_1
yosysTopAreaCell=ha_1
most_common_cell=ha_1
postSynthSeqShare_pct=19.00
ys_area_mm2=0.008009
syn_inst=1031

[clock_network]
postCtsSetupRepairBufs=0
clockRootBuffer=clkbuf_16
cts_tree=yes
ctsHoldBuffers=0
max-clock-path-buffers=2
cts-resized-gates=0
cts.clk_slew.worst_paths_ns=0.08
clk-insertion-delay-late_ns=0.30
cts_htree_levels=2
numCtsBuffers=5

[global_route]
grt_max_degree=31
grt_pass1_wl_um=31760
antenna_found_initial=0
grt_pass1_vias=6322
grtUsageTotal_pct=14.40
grt_overflow_total=0

[cells_and_area]
fin_cells=1340
synthToLayoutAreaGrowth_pct=5.921
largest_reg_flops=21
drive_gt1_share_pct=4.179
fin_util_pct=32.46
largest_register=u_clk_div.game_tick_counter
final_area_mm2=0.008483

[placed_design]
dp_hpwl_um=14540
port_buffers=15
dp.cells=1332
gp_congestion=0.9373
placedInstanceArea_mm2=0.008329

[die]
die_h_um=165.4
coreArea_mm2=0.02613
die_area_mm2=0.02735
fp.dieW_um=165.4
pin_count=17
rows=59
fp-utilization_pct=30.65

[sta]
finalSetupViolations=0
tightest_slew_ns=0.8848
unclocked_pins=22
max_slew_margin_pct=40.88
timing.fmax_mhz=430.8
fin_crit_ns=2.321
drv_slew=0
hold_viol=0
fin_crit_sh_pct=66.32
finalClockSkew_ns=0.008619
fin_setup_tns_ns=0
rsz0062_at_grt=no
untimed_endpoints=36

[power_and_ir_drop]
ir_worst_vdd_mv=0.1967
p_leak_nw=3.449
pwr_density_cell_mw_per_mm2=144.0

[routing]
viasPerCell=5.148
routedWlPerCell_um=13.91
drc=0
insertedDiodeCount=0
ant_nets=0
drt_iter0_markers=468
first_pass_iters=21
wl_um=18650
vias=6898

[critical_path]
critPathMaxFanout=21
startpoint_type=register
crit_path_end_kind=register
cp_cell_sequence=nor2_1, nand2_1, nor4_1, nand3_1, o21a_1, a22o_1, a221oi_1
criticalPathCategory=register to register
worstPathArrival_ns=2.53
cp_slowest_cell=dfxtp_1
regToRegSetupSlack_ns=1.18
critPathMaxStageDelay_ns=0.57
worstPathRequired_ns=3.71

[run]
drv_cap=0
warning_count=49

[run_status]
status=complete, no violations

[worst_hold_path]
hp-class=register to register

==> worst max-delay path, delay by kind of cell (launching register included) <==
family / cells / cell delay (ns)
AND/OR/NAND/NOR: 4 / 0.99
AND-OR/OR-AND: 3 / 0.66
flip-flops: 1 / 0.57
==> path summary, 6_finish.rpt <==
check / from / to / depth (start not counted)
worst max-delay path: u_fsm.dino_y[3]$_SDFFE_PP0P_ / u_fsm.dino_y[8]$_SDFFE_PP0P_ / 7
worst min-delay path: u_clk_div.vga_counter$_SDFF_PP0_ / u_clk_div.vga_counter$_SDFF_PP0_ / 1
worst max register to register: u_fsm.dino_y[3]$_SDFFE_PP0P_ / u_fsm.dino_y[8]$_SDFFE_PP0P_ / 7
worst min register to register: u_clk_div.vga_counter$_SDFF_PP0_ / u_clk_div.vga_counter$_SDFF_PP0_ / 1
==> area by class of cell <==
type / instances / area (um^2)
fillers: 2749 / 17650
well taps: 335 / 419.2
repair buffers: 21 / 195.2
clock inverters: 3 / 28.78
flip-flops and latches: 76 / 1521
multi-input cells: 841 / 5967
clock buffers: 5 / 125.1
inverters: 59 / 226.5
==> routing by layer <==
layer	part of all wire (%)	vias to the layer above	track usage, %	routed length, um
met5	0	-	0	0
met1	51	3139	22.07	9483
met4	0.74	0	1.405	138
met2	44	130	22.59	8276
li1	-	3615	-	-
met3	4.0	14	1.502	748
==> kinds of logic (layout without fill, tap and decap cells) <==
kind of cell               Yosys count  in the layout  synth area share (%)
and+or+nand+nor                    387            387                 24.34
DFF                                 76             76                 19.00
adders and majority gates          132            132                 20.62
xor gates and xnor gates           100            100                 11.48
muxes                                4              4                0.5155
buffers and inverters              114             88                 6.499
AOI/OAI and AO/OA                  218            218                 17.54
==> report_power, final <==
| part | switching, mW | internal, mW | total [mW] |
|---|---|---|---|
| clock | 0.245 | 0.273 | 0.518 |
| combinational | 0.0271 | 0.0147 | 0.0418 |
| sequential | 0.0148 | 0.647 | 0.662 |
==> through the flow <==
stage | power, mW | hold slack (ns) | setup slack, ns
2_1_floorplan | 0.7032 | 0.4134 | 1.572
3_3_place_gp | 0.7186 | 0.4213 | 1.187
3_5_place_dp | 0.7188 | 0.4314 | 1.182
4_1_cts | 1.246 | 0.4424 | 1.201
5_1_grt | 1.280 | 0.4672 | 0.8844
6_report | 1.221 | 0.4385 | 1.179
==> cell usage in the layout, fill, tap and decap left out, drive strengths merged, types with 5 or more instances in the layout <==
cell type	instances
xor2	28
o211ai	9
nand2	99
nor3	30
or3	7
a21oi	73
and3	12
buf	6
o21a	9
nand3	52
ha	132
a2111oi	5
clkbuf	5
a21o	6
nor4	14
and2	6
inv	59
dfxtp	76
nand4	24
o21ai	54
a31oi	14
nand2b	11
xnor2	71
clkdlybuf4s50	15
a211oi	8
nor4b	8
nor2	98
No activity file was given, so power comes from the tool's default toggle rates.
